`./config.mk`:
```
export PLATFORM = sky130hd
export DESIGN_NAME = Mux_32
export DESIGN_NICKNAME = Mux_32
export VERILOG_FILES = /design/flow/design.v
export SDC_FILE = /design/flow/constraint.sdc
export NUM_CORES = 4
export LEC_CHECK = 1
export CORE_AREA = 10 10 71 71
export DIE_AREA = 0 0 81 81
```
`./constraint.sdc`:
```
current_design Mux_32

set clk_period 1.0
set clk_io_pct 0.2

create_clock -name clk0 -period $clk_period

set non_clock_inputs [all_inputs -no_clocks]
set_input_delay [expr $clk_period * $clk_io_pct] -clock clk0 $non_clock_inputs
set_output_delay [expr $clk_period * $clk_io_pct] -clock clk0 [all_outputs]
```
`./design.v`:
```
module Mux_32(out,sel,in1,in2);
    output reg [0:31] out;
    input wire sel;
    input wire [0:31] in1;
    input wire [0:31] in2;
    always @(sel) begin
        if (sel)
            out = in2;
        else 
            out = in1;
    end
endmodule
module Mux_32_2(out,sel,in1,in2);
    output wire [0:31] out;
    input wire sel;
    input wire [0:31] in1;
    input wire [0:31] in2;
    assign out = (sel == 0) ? in1 : in2; 
endmodule
module Mux_5(out,sel,in1,in2);
    output reg [0:4] out;
    input wire sel;
    input wire [0:4] in1;
    input wire [0:4] in2;
    always @(sel) begin
        if (sel)
            out = in2;
        else 
            out = in1;
    end
endmodule
```
`./run.sh`:
```
#!/bin/bash
# OpenROAD 26Q1-2900-gdf79404cd8, Yosys 0.63+post, stock flow scripts
make -C /OpenROAD-flow-scripts/flow DESIGN_CONFIG=/design/flow/config.mk WORK_HOME=/design/flow/orfs finish
```
==> results.txt <==
Status -> finished, violations left
Violated checks -> negative setup slack
FFs & Latches -> 0
Cell Pwr Density -> 392 mW/mm^2
Antenna violations before repair -> 0
Worst relative slew slack -> 92.7%
Number of cells produced by synthesis -> 36
Start-to-end type of the worst setup path -> input port to output port
Clk network pwr share -> 0%
Cells in synth_stat.txt -> 36
Final period util -> 119%
Number of top-level design ports -> 97
Final instance area -> 0.00160 mm^2
Sequential Power Share -> 0%
Arrival time worst endpoint -> 0.99 ns
Vias after detailed routing -> 713
Period minus WS final -> 1.19 ns
Minimum hold slack -> 0.701 ns
Fraction of the yosys area taken by sequential cells -> 0%
Init Core Util -> 15.0%
Highest clock frequency the design can meet -> 842 MHz
Switching part of the total power -> 21.9%
Total iterations of the first detailed-routing run -> 2
Vias in the first global route -> 789
Number of placed instances with taps included -> 179
Final number of hold-violating endpoints -> 0
Per-instance average area after synthesis -> 15.1 um^2
Total power -> 626 uW
Internal power -> 489 uW
Hold_sp -> in2[9]
Vias per Instance -> 3.77
WP data required -> 0.80 ns
Final WS setup -> -0.187 ns
Placer's final routability congestion estimate -> 0.867
Initial drt markers -> 4
Die Ht -> 81 um
Origin of the worst setup path -> sel
Gr usage total -> 7.81%
Fraction of final layout cells with drive strength greater than 1 -> 54.6%
Pin slew with the least headroom to its limit -> 0.109 ns
Post-cts hold-fix buffer tally -> 0
Endpoint kind of the worst setup timing path -> output port
Die Wd -> 81 um
Total number of placement rows -> 22
Dpl hpwl -> 2510 um
Fraction of power consumed by combinational cells -> 100.0%
Clock buffer count -> 0
Path class of the lowest-slack min-delay path -> input port to output port
Number of failing setup endpoints in the final timing report -> 32
Pin count of the biggest net entering global routing -> 11
Remaining antenna violation count after routing -> 0
WL/cell -> 15.4 um
Count of buffers inserted at the top-level ports -> 97
Worst setup timing slack at the placement stage -> -0.524 ns
Synth cell types -> 4
P_leak -> 0.879 nW
Instance area after placement -> 0.00153 mm^2
Net switching power -> 137 uW
YS warnings -> 1
Die area -> 0.00656 mm^2
Number of warning messages in the logs -> 34
Number of max-cap violations -> 0
Critical Path Sink -> out[5]
Post-route setup TNS -> -3.54 ns
Fillers -> 363
GRT met3 Usage -> 2.90%
Fin cells -> 189
Biggest area consumer among synthesized cells -> mux2_4
Max Slew Vio Count -> 0
Total global routing overflow -> 0
Final routed wirelength across all metal layers -> 2910 um
Met2 global-route usage -> 13.3%
Maximum fanout count along the critical path -> 8
Post-synthesis chip area from yosys -> 544 um^2
RSZ-0062 raised after global routing -> true
Sequential cell area in the final layout -> 0 um^2
Critical Path Source Type -> input port
Utilization of the core after routing -> 44.0%
Share of Yosys cell area claimed by the top area cell type -> 82.8%
Global routing met1 resource utilization -> 9.81%
Cell types occupying the most area after synthesis -> mux2_4 (83%), buf_12 (11%), mux2_2 (4.1%)
Total standard cell area after synthesis -> 544 um^2
Largest vdd supply drop -> 0.155 mV
Most Crowded Layer GR -> met2
Multi-input logic area -> 477 um^2
Area grow syn2layout -> 194%
Residual DRC count -> 0
Core outline area -> 0.00363 mm^2
Total antenna diodes in the routed design -> 0
Global-route wire length before repair -> 4110 um
[layout by cell type, fill, tap and decap left out, drive strengths merged]
cell type      count
buf               45
clkdlybuf4s50     13
dlygate4sd2       46
dlymetal6s2s       5
mux2              32
[final cells by class]
type	count	area share [%]
multi-input combinational	32	29.8
tap	48	3.76
timing repair buffer	109	66.4
[metal layers]
layer  vias up  part of all wire [%]
li1        348                     -
met2        52                    49
met3         0                    12
met4         0                     0
met1       313                    39
met5         -                     0
[power groups by stage]
| stage | clock network (mW) | registers, mW | logic, mW |
|---|---|---|---|
| 6_report | 0 | 0 | 0.626 |
| 4_1_cts | 0 | 0 | 0.612 |
| 5_1_grt | 0 | 0 | 0.672 |
[cells in the mapped netlist]
| library cell | instances |
|---|---|
| mux2_2 | 2 |
| buf_6 | 1 |
| mux2_4 | 30 |
| buf_12 | 3 |
[worst min path at each step]
stage,to,slack [ns],depth (start not counted)
final,out[9],0.70,3
after CTS,out[0],0.74,3
after global routing,out[9],0.71,3
[worst max-delay path, stage by stage]
cell and delay (ns):
buf_12 0.12, buf_12 0.14, buf_8 0.12, mux2_4 0.29, buf_6 0.11
[cells by family after synthesis]
group,after synthesis,share of synthesized area (%)
buf+inv,4,13.1
mux,32,86.9
[repair_timing]
item / CTS / global route
endpoints found under the setup margin: 32 / 32
cloned: 2 / 0
resized: 169 / 13
endpoints found under the hold margin: 0 / 0
setup buffers: 8 / 0
pin swaps: 0 / 0
No activity file was given, so power comes from the tool's default toggle rates.
