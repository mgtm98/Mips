[./run.sh]
#!/bin/bash
# OpenROAD 26Q1-2900-gdf79404cd8, Yosys 0.63+post, stock flow scripts
make -C /OpenROAD-flow-scripts/flow DESIGN_CONFIG=/design/flow/config.mk WORK_HOME=/design/flow/orfs finish
[./design.v]
module ALU(A, B, ALUCtrl, ALUOut, Zero);
	input wire [3:0] ALUCtrl;
	input wire [31:0] A;
	input wire [31:0] B;
	output reg [31:0] ALUOut;
	output Zero;
	assign Zero = (ALUOut == 0) ? 1 : 0;
	always @(ALUCtrl, A, B)
	begin
		case(ALUCtrl)
			0: 	ALUOut <= A & B;
			1: 	ALUOut <= A | B;
			2: 	ALUOut <= A + B;
			6: 	ALUOut <= A - B;
			7: 	ALUOut <= A < B ? 1 : 0;
			12: ALUOut <= ~(A | B);
			default: ALUOut <= 0; 
		endcase
	end
endmodule
[./constraint.sdc]
current_design ALU

set clk_period 24.3
set clk_io_pct 0.2

create_clock -name clk0 -period $clk_period

set non_clock_inputs [all_inputs -no_clocks]
set_input_delay [expr $clk_period * $clk_io_pct] -clock clk0 $non_clock_inputs
set_output_delay [expr $clk_period * $clk_io_pct] -clock clk0 [all_outputs]
[./config.mk]
export PLATFORM = sky130hd
export DESIGN_NAME = ALU
export DESIGN_NICKNAME = ALU
export VERILOG_FILES = /design/flow/design.v
export SDC_FILE = /design/flow/constraint.sdc
export NUM_CORES = 4
export LEC_CHECK = 1
export CORE_UTILIZATION = 40
==> changes_impl.md <==
### Metrics

* Drt total wl at 24,400 µm
* Die W at 128 µm
* Slowest stage cell, crit path: clkdlybuf4s50_1
* Most used cell, CP: or4_1
* TNS Setup at 0 ns
* Worst Hold Launch: ALUCtrl[1]
* Chip area at 16,300 µm²
* Worst setup SP type: primary input
* Routability congestion estimate at 1.02
* Ys Warns at 1
* Comb power frac at 100.0%
* Synth Seq Share at 0%
* Unrepaired setup endpoints after global routing: no
* Layout cell share with drive strength beyond 1 at 6.02%
* Initial antenna violation count at 0
* Leak Pwr at 3.24 nW
* Hold-fix buffers, CTS at 0
* CP delay by family, top: simple AND/OR/NAND/NOR gates
* Cell Pwr Density at 23.0 nW/µm²
* Initial Utilization at 41.3%
* Grt ovf at 0
* Buf/Inv on CP at 3
* Ant. Diodes at 0
* First-pass GRT wire length at 38,400 µm
* Design area at 7450 µm²
* Clk network pwr share at 0%
* Mapped Area at 6330 µm²
* FMAX at 68.1 MHz
* Core area at 15,300 µm²
* Number of cells in Yosys stat at 940
* Port buffer count at 101
* Max_cap viols at 0
* Status: completed
* Max-slew violation count at 0
* Synth cell types at 96
* Routed Antenna Nets at 0
* Crit share post-route at 60.4%
* Tool Warnings at 101
* CP Data Arrival Time at 9.82 ns
* Mapped Cells at 940
* DR iter-0 viols at 776
* Via/cell ratio at 6.24
* Worst Hold Endpoint: ALUOut[13]
* Die Y-Extent at 128 µm
* IO Pins at 101
* Vias in the first global route at 6,839
* Power Total at 0.171 mW
* Post-CTS Setup Bufs at 0
* Sequential share of power at 0%
* Drc violations at 0
* Net load switching power at 0.100 mW
* Area growth, synth to finish at 17.7%
* Crit-path cells: clkdlybuf4s50_1 > nor2_1 > nand2_1 > buf_4 > o31a_1 > nand3_1 > or4_1 > or4_1 > or4_1 > nor4b_2 > nor4b_2 > clkdlybuf4s50_1
* DP Wirelength at 19,200 µm
* Placed Area at 7450 µm²
* CP Max Fanout at 21
* Seq_cells at 0
* Via count at 7,536
* Largest net degree at the start of global routing at 33
* Worst-Margin Slew at 1.14 ns
* # setup viols final at 0
* CP required at 19.44 ns
* Final min period at 14.68 ns
* CP endpoint kind: output port
* VDD IR-drop max at 0.0106 mV
* Min-Delay Path Depth at 4
* DRT Pass-1 Iters at 5
* Sw frac at 58.6%
* Most common logic cells in the final layout: ha_1 (101), clkdlybuf4s50_1 (101), inv_1 (96)
* Per-cell routed wire length at 20.2 µm
* CTS resizes at 0
* Gr usage total at 30.2%
* Crit-path max cell delay at 1.01 ns
* Type of the worst min-delay path: in -> out
* Setup Crit Path Kind: in -> out
* FF+latch area at 0 µm²
* Yosys chip area at 6330 µm²
* Clock Buffer Count at 0
* Post-synthesis average cell area at 6.74 µm²
* Hold Vio Cnt, Final at 0
* Site row count at 45
* Worst relative slew slack at 23.1%
* Cell internal pwr at 0.0709 mW
synthesized netlist by cell type (7+ instances only):
cell	number	share of area [%]
nand4_1	12	1.2
nor4_1	9	0.89
nor2b_1	13	1.3
o21ai_0	50	4.0
a211o_1	7	0.97
o21a_1	9	1.1
o21bai_1	10	1.2
a221oi_1	18	2.5
buf_2	11	0.87
o22ai_1	8	0.79
a31oi_1	8	0.79
inv_1	96	5.7
a221o_1	9	1.4
a211oi_1	18	2.1
o211ai_1	15	1.8
nand3_1	15	1.2
and2_1	10	0.99
nor3_1	17	1.3
nand2_1	62	3.7
o31ai_1	9	1.1
or4_1	10	1.2
nand2b_1	17	1.7
ha_1	101	20
nor2_1	88	5.2
a21o_1	19	2.3
clkbuf_1	33	2.0
a21oi_1	85	6.7
per-stage QoR:
step / util (%) / cells / hold slack, ns / setup WS, ns
after global placement: 48.7 / 1207 / 11.03 / 9.75
final: 48.7 / 1207 / 11.05 / 9.62
after CTS: 48.7 / 1207 / 11.03 / 9.68
after detailed placement: 48.7 / 1207 / 11.03 / 9.71
after floorplan: - / 940 / 10.02 / 11.54
after global routing: 48.7 / 1207 / 11.08 / 9.47
power groups by stage:
stage / Combinational (mW) / Sequential [mW] / Clock [mW]
after global routing: 0.187 / 0 / 0
final: 0.171 / 0 / 0
after CTS: 0.168 / 0 / 0
routing by layer:
metal	routed length [µm]	vias to the layer above	GRT usage, %
li1	-	3626	-
met1	11100	3473	44.9
met2	10400	373	45.1
met3	1980	64	3.27
met4	926	0	10.1
met5	0	-	0
worst max-delay path by stage:
stage	depth (start not counted)	slack (ns)	to	from
5_1_grt	14	9.47	Zero	A[14]
6_report	12	9.62	Zero	ALUCtrl[3]
4_1_cts	12	9.68	Zero	ALUCtrl[3]
cell type report:
type               instances  area (µm²)
fillers                 1597        7860
multi-input cells        788        5740
repair buffers           112        1090
inverters                 96         360
well taps                211         264
cells by family after synthesis:
kind of cell    after synthesis  synth area share, %
compound gates              361                 41.1
xor+xnor                      8                 1.11
fa+ha+maj                   103                 20.6
buf+inv                     152                 9.82
mux                           7                 1.15
simple gates                309                 26.3
Power figures rest on the tool's default switching activity, not on a simulated workload.
