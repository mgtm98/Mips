--- run.sh ---
#!/bin/bash
# OpenROAD 26Q1-2900-gdf79404cd8, Yosys 0.63+post, stock flow scripts
make -C /OpenROAD-flow-scripts/flow DESIGN_CONFIG=/design/flow/config.mk WORK_HOME=/design/flow/orfs finish
--- config.mk ---
export PLATFORM = sky130hd
export DESIGN_NAME = adder_32
export DESIGN_NICKNAME = adder_32
export VERILOG_FILES = /design/flow/design.v
export SDC_FILE = /design/flow/constraint.sdc
export NUM_CORES = 4
export LEC_CHECK = 1
export CORE_AREA = 10 10 92 92
export DIE_AREA = 0 0 102 102
--- constraint.sdc ---
current_design adder_32

set clk_period 31.2
set clk_io_pct 0.2

create_clock -name clk0 -period $clk_period

set non_clock_inputs [all_inputs -no_clocks]
set_input_delay [expr $clk_period * $clk_io_pct] -clock clk0 $non_clock_inputs
set_output_delay [expr $clk_period * $clk_io_pct] -clock clk0 [all_outputs]
--- design.v ---
module adder_32(sum,cout,num1,num2,cin);
    output wire [31:0] sum;
    output wire cout;
    input wire [31:0] num1;
    input wire [31:0] num2;
    input wire cin;
    wire [32:0] c;
    assign c[0] = cin;
    assign cout = c[32];
    adder add [31:0] (sum[31:0],c[32:1],num1[31:0],num2[31:0],c[31:0]);
endmodule
module adder(sum,cout,num1,num2,cin);
    output wire sum, cout;
    input wire num1, num2, cin;
    wire w1,w2,w3;
    xor(w1,num1,num2);
    xor(sum,w1,cin);
    and(w2,w1,cin);
    and(w3,num1,num2);
    or(cout,w2,w3);
endmodule
module adder_32TB();
    reg [31:0] a; 
    reg [31:0] b;
    wire [31:0] sum;
    wire cout;
    adder_32 add (sum,cout,a,b,0);
    initial begin
        $monitor("%d + %d = %d",a,b,sum);
        a <= 2;
        b <= 7;
	#2
	a <= 15;
	b <= 1825;
    end   
endmodule
==> impl_metrics.toml <==
# implementation run metrics
[global_routing]
antenna_found_initial = 0
overflow = 0
grt_start_max_net_pins = 2
grt_pass1_wl_mm = 4.37
grtUsageTotal_pct = 5.29
grt_pass1_vias = 895

[clock_network]
ctsHoldBuffers = 0
cts_setup_buffers = 0
cts_resized = 0

[synthesis]
synthDistinctLibCells = 3
yosys.area.top_type = "fa_1"
ys_warn_count = 0
synth_area_um2 = 900
yosys-stat-area_um2 = 900
synth_area_per_cell_um2 = 13.0
postSynthSeqShare_pct = 0
area_leaders = "fa_1 (71%), buf_4 (27%), inv_1 (2.1%)"
syn_inst = 69
yosysTopAreaCellShare_pct = 71.2
yosysCellCount = 69

[sta]
finalHoldViolCount = 0
finalSetupViolations = 0
finalClockPeriodUsage_pct = 83.8
setup-tns-final_ns = 0
rsz0062_at_grt = "false"
worst_slack_ns = 5.04
clock.fmax_ghz = 0.0382
fin_worst_hold_slack_ns = 13.54
slew_violations = 0
period_minus_slack_ns = 26.16
slew_headroom_pct = 92.6
worstMarginPinSlew_ns = 0.111

[finish]
ff_count = 0
layout-drive-gt1-share_pct = 0
seqCellArea_um2 = 0
utilization_pct = 26.9
clkbuf_count = 0
lay_top_cells = "clkdlybuf4s50_1 (98), fa_1 (32), inv_1 (5)"
area_delta_synth_final_pct = 93.0
mostFrequentLayoutCell = "clkdlybuf4s50_1"

[worst_setup_path]
crit_fanout = 1
cp_common_cell = "fa_1"
criticalPathCategory = "primary input to primary output"
cp_data_required_time_ns = 24.96
slowest_stage = "clkdlybuf4s50_1"
worstPathArrival_ns = 19.92
critPathTopFamily = "adder cells"
crit_path_max_incr_delay_ns = 0.47
cp-end-kind = "primary output"
worstSetupStartpointType = "primary input"
cp_num_buf_inv = 4

[die]
die_area_mm2 = 0.0104
die_y_um = 102
rows = 29
io_pins = 98
fp_util_pct = 13.9
die_w_um = 102
core_mm2 = 0.00646

[power_and_ir_drop]
p_int_uw = 25.3
combPwrFrac_pct = 100.0
p_sw_uw = 8.49
power_frac_seq_pct = 0
p_total_uw = 33.8
ir_drop_uv = 7.32
power_density_mw_per_mm2 = 19.5
leakage_nw = 0.644
power_frac_clock_pct = 0
swShare_pct = 25.1

[drt]
via_per_inst = 3.34
vias = 708
routedWlPerCell_um = 14.3
dr.pass1.iters = 2
antenna_left = 0
routed_wirelength_mm = 3.02
drtIter0Drc = 1
antennaDiodeCount = 0
drc = 0

[worst_hold_path]
min_path_cells = 5
holdPathEnd = "sum[31]"
hold_path.class = "primary input to primary output"
hold_path.startpoint = "num2[31]"

[placed_design]
portBuffers = 98
place_ws_ns = 4.94
dp_hpwl_mm = 3.05
place.gp.congestion = 0.778

[run]
warnings = 32
maxCapViolCount = 0

[outcome]
status = "completed"
-- per-layer routing --
layer	routed length [um]	track usage (%)	vias up
li1	-	-	302
met1	1060	5.79	320
met2	1080	7.80	86
met4	0	0	0
met3	878	5.11	0
met5	0	0	-
-- cell usage after synthesis --
cell	n
fa_1	32
buf_4	32
inv_1	5
-- per-stage QoR --
stage	instances	area (um^2)
floorplan	69	900
global placement	212	1740
detailed placement	212	1740
CTS	212	1740
global route	212	1740
finish	212	1740
-- cell families (layout without fill, tap and decap cells) --
logic type | after synthesis | count (layout) | synth area share, %
adders and majority gates | 32 | 32 | 71.2
buffers and inverters | 37 | 103 | 28.8
-- power by group through the flow --
stage | registers [mW] | logic [mW] | clock network [mW]
6_report | 0 | 0.0338 | 0
5_1_grt | 0 | 0.0383 | 0
4_1_cts | 0 | 0.0354 | 0
-- final cells by class --
| class | count | area [um^2] |
|---|---|---|
| fillers | 677 | 4720 |
| repair buffers | 98 | 981 |
| multi-input cells | 32 | 641 |
| well taps | 77 | 96.3 |
| inverters | 5 | 18.8 |
-- worst min-delay path, delay by kind of cell --
kind | cells | cell delay (ns)
adder cells (fa/ha/maj) | 1 | 0.15
buffers and inverters | 4 | 0.90
-- worst max-delay path by stage --
| stage | start | endpoint | slack, ns | cells past startpoint |
|---|---|---|---|---|
| CTS | num1[0] | sum[31] | 4.92 | 36 |
| global route | num1[0] | sum[31] | 4.49 | 36 |
| finish | num1[0] | sum[31] | 5.04 | 36 |
Power and IR drop assume default switching activity.
